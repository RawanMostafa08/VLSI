## run.sh

```bash
#!/bin/bash
# OpenROAD 26Q1-2900-gdf79404cd8, Yosys 0.63+post, stock flow scripts
make -C /OpenROAD-flow-scripts/flow DESIGN_CONFIG=/design/flow/config.mk WORK_HOME=/design/flow/orfs finish
```

## config.mk

```make
export PLATFORM = sky130hd
export DESIGN_NAME = shift_integration
export DESIGN_NICKNAME = shift_integration
export VERILOG_FILES = /design/flow/design.v
export SDC_FILE = /design/flow/constraint.sdc
export NUM_CORES = 4
export LEC_CHECK = 1
export CORE_UTILIZATION = 30
```

## constraint.sdc

```tcl
current_design shift_integration

set clk_period 35.3
set clk_io_pct 0.2

create_clock -name clk0 -period $clk_period [get_ports {clk}]

set non_clock_inputs [all_inputs -no_clocks]
set_input_delay [expr $clk_period * $clk_io_pct] -clock clk0 $non_clock_inputs
set_output_delay [expr $clk_period * $clk_io_pct] -clock clk0 [all_outputs]
```

## design.v

```verilog
module CarryBypass_Adder (
    input [31:0] A, 
    input [31:0] B, 
    input Cin,    
    output [31:0] Sum, 
    output Cout  
);
wire [8:0]Ctemp;
assign Ctemp[0]=Cin;
 genvar i;
 generate
    for (i = 0; i < 8; i = i + 1) begin : ripple_loop
      Ripple4bit R(
        .A(A[(4*i+3):(4*i)]),
        .B(B[(4*i+3):(4*i)]),
        .Cin(Ctemp[i]),
        .Sum(Sum[(4*i+3):(4*i)]),
        .Cout(Ctemp[i+1])
      );
    end
  endgenerate
assign Cout=Ctemp[8];
endmodule
module Ripple4bit (
    input [3:0] A, 
    input [3:0] B, 
    input Cin,    
    output [3:0] Sum, 
    output Cout  
);
wire [3:0] P;
assign P=A ^ B;
wire [3:0] Cout_temp;
assign select=&P;
assign Cout = (select == 1'b1) ? Cin : Cout_temp[3];
assign {Cout_temp[0],Sum[0]} = A[0] + B[0] + Cin;
assign {Cout_temp[1],Sum[1]} = A[1] + B[1] + Cout_temp[0];
assign {Cout_temp[2],Sum[2]} = A[2] + B[2] + Cout_temp[1];
assign {Cout_temp[3],Sum[3]} = A[3] + B[3] + Cout_temp[2];
endmodule
module ShiftAdder (
    input [63:0]in1,
    input [63:0]in2,
    output [63:0]out
);
wire Cout,dirty;
  CarryBypass_Adder DUT (
    .A(in1[63:32]),
    .B(in2[63:32]),
    .Cin(0),
    .Sum(out[63:32]),
    .Cout(Cout)
  );
  CarryBypass_Adder DUT2 (
    .A(in1[31:0]),
    .B(in2[31:0]),
    .Cin(Cout),
    .Sum(out[31:0]),
    .Cout(dirty)
  );
endmodule  
module shiftMultiplier(
  input [31:0] A,  
  input [31:0] B,  
  output reg [63:0] P  
);
reg [31:0] A_signed;
reg [31:0] B_signed;
reg [63:0] operand1[31:0];
reg [63:0] operand2[31:0];
wire [63:0] res[32:0];
assign res[0] =64'b0;
integer i;
  always @* begin
    if (A[31]==1'b1) begin
        A_signed[31:0]=~(A[31:0])+1;
    end
    else A_signed[31:0]=A[31:0];
    if (B[31]==1'b1) begin
        B_signed[31:0]=~(B[31:0])+1;
    end
    else B_signed[31:0]=B[31:0];
    P = 64'b0;  
    for (i = 1; i < 32; i = i + 1) begin
      P=res[i-1]<<1;
      operand1[i-1]=P;    
      operand2[i-1]=B_signed[31-i]*A_signed[31:0];
    end
    P = res[31];
    if ((A[31]==1'b1 && B[31]!=1'b1)||(A[31]!=1'b1 && B[31]==1'b1))
    P[63:0]=~(P[63:0])+1;
    if(A[31:0]==32'b0 || B[31:0]==32'b0)
    P=64'b0;
  end
    genvar j;
    generate
      for (j =0;j<31;j=j+1) begin : Adderrrr2
          ShiftAdder tc(.in1(operand1[j]),.in2(operand2[j]),.out(res[j+1]));
      end
    endgenerate
endmodule
module shift_integration (
    input clk,
    input[31:0] input1,
    input[31:0] input2,
    output reg [63:0] output1
);
reg [31:0] input_reg1,input_reg2;
wire [63:0] output_reg;
 shiftMultiplier shiftMultiplier1 (
           input_reg1,
           input_reg2,
           output_reg
        );
always @(posedge clk) begin
    input_reg1<= input1;
    input_reg2<= input2;
    output1<= output_reg;
end
endmodule
```

==> results_dict.tcl <==
# place-and-route summary
set metrics [dict create \
    maxSlewViolCount 0 \
    yosys_warnings 8 \
    cts_made_buffers 17 \
    worst_skew_pair.late_latency_ns 0.56 \
    period_minus_slack_ns 29.11 \
    run_status "completed" \
    rows 147 \
    timing.setup.critical_path_class "register to register" \
    cap_viol_max_count 0 \
    global_route_wire_length_before_repair_um 273000 \
    layout_top_cell "nor2_1" \
    starting_drc_count_in_detailed_routing 2795 \
    floorplan.core_area_um2 161000 \
    timing.critical_path.fanout_max 39 \
    nFillCells 16600 \
    grt_max_degree 57 \
    timing_hold_violations_final 0 \
    totalNegativeSetupSlack_ns 0 \
    ff_type "dfxtp_1" \
    synth_stat.cells 5758 \
    cts_resized 0 \
    final_antenna_net_count 0 \
    critPathLaunchType "register" \
    grt_overflow 0 \
    setup_viol_count_final 0 \
    worst-endpoint-arrival_ns 29.56 \
    synth_top_area_share 0.355 \
    dr.pass1.iters 6 \
    ios 129 \
    cts_tree "built" \
    mostFrequentLayoutCells "1040 x nor2_1, 869 x fa_1, 404 x xnor2_1" \
    netlist.top_cell.by_area "fa_1" \
    edff_count_synth 0 \
    first_global_vias 44500 \
    crit_path_top_delay_cell "a2111oi_0" \
    post_synth_inst_count 5758 \
    wl_per_cell_um 22.7 \
    critPathCaptureType "register" \
    h_tree_levels 4 \
    finClkSkew_ns 0.0199 \
    yosys.cell_types.count 103 \
    remaining_drc_errors 0 \
    clock_tree.buffer_depth 2 \
    dieArea_um2 165000 \
    share_of_layout_cells_above_drive_strength_1 0.0820 \
    numClockSinks 128 \
    crit_top_cell "fa_1" \
    post_cts.repair.setup_buffers 0 \
    place.detailed.hpwl_um 150000 \
    timing.final.crit_share 0.825 \
    preCtsSetupSlack_ns 6.30 \
    final_critical_path_setup_slack_ns 6.19 \
    globalplace.congestion 0.981 \
    critical_path_required_ns 35.75 \
    holdCritPathClass "register to register" \
    floorplan.core_util 0.304 \
    area_leaders "fa_1 36%, nor2_1 8.1%, xnor2_1 7.6%" \
    ys_seq_share 0.0523 \
    place.port_buffers 128 \
    syn2layout_area_growth_pct 11.1 \
    finalWirelength_um 180000 \
    rsz_0062_raised_after_global_routing "no" \
    hold_buffers 0 \
    ys_async_sr_fraction 0 \
    die_y_um 406 \
    die_width_um 406 \
    antenna_violations_before_repair 6 \
    cts-root-buf "clkbuf_16" \
    max-slew-margin-rel 0.257 \
    vias_per_cell 5.53 \
    worst-slew-pin-transition_ns 1.09 \
    num_vias 43800 \
    clk_pin_slew_worst_paths_ns 0.07 \
    number_of_flip_flops_and_latches_in_the_synthesized_netlist 128 \
    critical-path-max-stage-delay_ns 0.92 \
    post_synth_instance_area_um2 49000 \
    track_usage 0.230 \
    syn-mean-instance-area_um2 8.51 \
    tool_warnings 26 \
    synth.yosys.chip_area_um2 49000 \
    fmax_achieved_ghz 0.0343 \
]
logic make-up (layout without fill, tap and decap cells):
| logic type | count (synthesis) | in the layout | share of synthesized area |
|---|---|---|---|
| XOR/XNOR | 680 | 680 | 0.144 |
| AND/OR/NAND/NOR | 2137 | 2137 | 0.206 |
| adder cells (fa/ha/maj) | 904 | 904 | 0.364 |
| flip-flops | 128 | 128 | 0.0523 |
| multiplexers | 63 | 63 | 0.0141 |
| AND-OR/OR-AND | 1196 | 1196 | 0.168 |
| other | 0 | 4 | 0 |
| buffers and inverters | 650 | 637 | 0.0509 |
layout make-up:
cell class,count,area [um^2],area share
multi-input cells,4980,44600,0.819
repair buffers,350,2950,0.0542
well taps,2160,2700,0.0497
flip-flops and latches,128,2560,0.0471
inverters,256,961,0.0177
clock buffers,19,453,0.00832
clock inverters,12,208,0.00382
diodes,4,10.0,0.000184
critical path, delay by kind of cell, from the launching register on:
family,cells,cell delay [ns]
simple gates,16,3.76
mux,3,1.11
fa+ha+maj,25,14.13
xor+xnor,7,2.30
compound gates,23,6.40
buf+inv,5,0.95
flops,1,0.30
metal layers:
layer  global-route usage  up-vias  wire length (um)
li1                     -    19900                 -
met1                0.306    22100             73200
met2                0.354     1551             81400
met3               0.0948      219             19600
met4               0.0593        6              5440
met5              0.00416        -               116
through the flow:
stage                     area, um^2  hold WS [ns]   util  instances
after floorplan                49000         0.677      -       5758
after global placement         53800         0.802  0.333       7874
after detailed placement       53800         0.811  0.333       7874
after CTS                      54400         0.821  0.337       7905
after global routing           54400         0.861  0.337       7905
final                          54400         0.832  0.337       7909
cell usage after synthesis, types with 68 or more instances:
| master | count |
|---|---|
| a21oi_1 | 232 |
| nand3_1 | 68 |
| fa_1 | 869 |
| inv_1 | 255 |
| nand2_1 | 310 |
| clkbuf_1 | 288 |
| xor2_1 | 175 |
| buf_1 | 77 |
| xnor3_1 | 76 |
| o211ai_1 | 105 |
| nor4_1 | 79 |
| o21ai_0 | 249 |
| nor3_1 | 165 |
| nor2_1 | 1055 |
| xnor2_1 | 424 |
| dfxtp_1 | 128 |
sequential cells by signal, summed over array words and instances, names as in the netlist:
signal and count:
input_reg1 32, input_reg2 32, output1 64
path summary, 6_finish.rpt:
| kind | startpoint | endpoint | slack (ns) | cells after the start |
|---|---|---|---|---|
| worst min register to register | input_reg2[0] | output1[0] | 0.83 | 3 |
| worst max register to register | input_reg2[0] | output1[58] | 6.19 | 79 |
| worst max-delay path | input_reg2[0] | output1[58] | 6.19 | 79 |
| worst min-delay path | input_reg2[0] | output1[0] | 0.83 | 3 |
