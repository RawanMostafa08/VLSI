$ cat flow/design.v
module Add64 (
  input  [63:0]in1,
  input  [63:0]in2,
  input  [63:0]in3,
  output [63:0]s,
  output [63:0]c
);
wire temp;
assign c[0]=0;
genvar i;
generate
  for (i = 0; i < 63; i = i+1) begin : Adder3333
    FA add (.in1(in1[i]),.in2(in2[i]),.in3(in3[i]),.s(s[i]),.c(c[i+1]));
  end
endgenerate
FA add2 (in1[63],in2[63],in3[63],s[63],temp);
endmodule   
module FA (
    input  in1,
    input  in2,
    input  in3,
    output s,
    output c
);
  assign {c, s} = in1 + in2 + in3;
endmodule   
module FloatingPointMultiplier (
   input signed  [31:0] A,
  input signed [31:0] B,
  output signed [31:0] result
);
  reg sign1, sign2;
  reg [7:0] exponent1, exponent2;
  reg  [22:0] fraction1, fraction2;
  reg  [31:0] fraction1_module,fraction2_module;
  reg signed [45:0] result_fraction;
  wire signed [63:0] result_fraction_module;
  reg [22:0]  resFrac;
  reg signed [7:0] result_exponent;
  reg result_sign;
  reg [21:0] temp_fraction;
  integer i;
  wire x ;
  wire cin;
  assign cin=0;
  wire cout;
  reg signed [31:0] exp1,exp2;
  wire signed [31:0] res;
assign x="0";
WM32bit mult (
  .in1(fraction1_module),
  .in2(fraction2_module),
  .result(result_fraction_module)
);
PlusOperatorAdder add_exponent(
        .A(exp1),
        .B(exp2),
        .Cin(cin),
        .Sum(res),
        .Cout(cout)
      );
  reg signed [7:0] exponent_diff;
  always @* begin
     sign1 = A[31];
     sign2 = B[31];
     exponent1 = A[30:23];
     exponent2 = B[30:23];
     fraction1 =  A[22:0];
     fraction2 =  B[22:0];
      fraction1_module={ {9{x}}, fraction1 };
      fraction2_module={ {9{x}}, fraction2 };
      exp1={ {24{exponent1[7]}}, exponent1 };
      exp2={ {24{exponent2[7]}}, exponent2 };
      result_exponent =res[7:0];
      result_fraction=result_fraction_module[45:0];
      resFrac = result_fraction[44:22];
      result_sign = sign1 ^ sign2;
	temp_fraction=resFrac[21:0];
    if (resFrac==23'b0) begin
        temp_fraction=22'b0;
    end
    else begin
        for(i = 0; i < 22; i = i + 1) begin
            if(temp_fraction[21]==0) begin
                temp_fraction = temp_fraction <<1;
                result_exponent =result_exponent-1;
            end
        end
    end
    resFrac[21:0]=temp_fraction;
  end
  assign result = {result_sign, result_exponent,resFrac };
endmodule
module HA (
  input  in1,
  input  in2,
  output s,
  output c
);
  assign {c, s} = in1 + in2;
endmodule   
module PlusOperatorAdder (
    input [31:0] A,
    input [31:0] B,
    input Cin,    
    output [31:0] Sum,
    output Cout
);
    assign {Cout, Sum} = A + B +Cin;
endmodule
module WM32bit (
    input [31:0] in1,
    input [31:0] in2,
    output [63:0] result
);
wire [31:0]A;
wire [31:0]B;
wire [63:0]res;
wire [15:0] m [15:0] ;
wire [63:0] r [15:0] ;
wire [63:0] s [4:0];
wire [63:0] c [4:0];
wire [63:0] s2 [2:0];
wire [63:0] c2 [2:0];
wire [63:0] s3 [1:0];
wire [63:0] c3 [1:0];
wire [63:0] s4 [1:0];
wire [63:0] c4 [1:0];
wire [63:0] s5 ;
wire [63:0] c5 ;
wire [63:0] s6 ;
wire [63:0] c6 ;
wire [63:0] c7 ;
assign A = (in1[31]) ? ~in1+1 : in1;
assign B = (in2[31]) ? ~in2+1 : in2;
WM8bit M1 (A[7:0],B[7:0],m[0]);                    
WM8bit M2 (A[7:0],B[15:8],m[1]);                   
WM8bit M3 (A[7:0],B[23:16],m[2]);                  
WM8bit M4 (A[7:0],B[31:24],m[3]);                  
WM8bit M5 (A[15:8],B[7:0],m[4]);                   
WM8bit M6 (A[15:8],B[15:8],m[5]);                  
WM8bit M7 (A[15:8],B[23:16],m[6]);                 
WM8bit M8 (A[15:8],B[31:24],m[7]);                 
WM8bit M9 (A[23:16],B[7:0],m[8]);                  
WM8bit MA (A[23:16],B[15:8],m[9]);                 
WM8bit MB (A[23:16],B[23:16],m[10]);               
WM8bit MC (A[23:16],B[31:24],m[11]);               
WM8bit MD (A[31:24],B[7:0],m[12]);                 
WM8bit ME (A[31:24],B[15:8],m[13]);                
WM8bit MF (A[31:24],B[23:16],m[14]);               
WM8bit MG (A[31:24],B[31:24],m[15]);               
assign r[0]    = {48'b0,m[0]};
assign r[1]    = {40'b0,m[1],8'b0};
assign r[2]    = {40'b0,m[4],8'b0};
assign r[3]    = {32'b0,m[2],16'b0};
assign r[4]    = {32'b0,m[5],16'b0};
assign r[5]    = {32'b0,m[8],16'b0};
assign r[6]    = {24'b0,m[3],24'b0};
assign r[7]    = {24'b0,m[6],24'b0};
assign r[8]    = {24'b0,m[9],24'b0};
assign r[9]    = {24'b0,m[12],24'b0};
assign r[10]   = {16'b0,m[7],32'b0};
assign r[11]   = {16'b0,m[10],32'b0};
assign r[12]   = {16'b0,m[13],32'b0};
assign r[13]   = {8'b0,m[11],40'b0};
assign r[14]   = {8'b0,m[14],40'b0};
assign r[15]   = {m[15],48'b0};
Add64 ad1(r[0],r[1],r[2],s[0],c[0]);
Add64 ad2(r[3],r[4],r[5],s[1],c[1]);
Add64 ad3(r[6],r[7],r[8],s[2],c[2]);
Add64 ad4(r[9],r[10],r[11],s[3],c[3]);
Add64 ad5(r[12],r[13],r[14],s[4],c[4]);
Add64 t2(s[0],s[1],s[2],s2[0],c2[0]);
Add64 t3(s[3],s[4],c[0],s2[1],c2[1]);
Add64 t4(c[1],c[2],c[3],s2[2],c2[2]);
Add64 t5(s2[0],s2[1],s2[2],s3[0],c3[0]);
Add64 t6(c2[0],c2[1],c2[2],s3[1],c3[1]);
Add64 t7(s3[0],s3[1],c3[0],s4[0],c4[0]);
Add64 t8(c3[1],c[4],r[15],s4[1],c4[1]);
Add64 t9(s4[0],s4[1],c4[0],s5,c5);
Add64 ta(c4[1],s5,c5,s6,c6);
HA to(s6[0],c6[0],res[0],c7[0]);
genvar i;
generate
    for (i =1;i<64;i=i+1) begin : Adderrrr2
        FA tc(.in1(s6[i]),.in2(c6[i]),.in3(c7[i-1]),.s(res[i]),.c(c7[i]));
    end
endgenerate
assign result = ((in1[31]&in2[31])|((~in1[31]))&(~in2[31]))?res: ~ res + 1;
endmodule  
module WM8bit (
  input  [ 7:0] A,
  input  [ 7:0] B,
  output [15:0] res
);
  wire [7:0] p[7:0];
  wire [7:0] s1;
  wire [7:0] c1;
  wire [9:0] s2;
  wire [7:0] c2;
  wire [8:0] s3;
  wire [6:0] c3;
  wire [9:0] s4;
  wire [7:0] c4;
  wire [9:0] s5;
  wire [8:0] c5;
  wire [10:0] s6;
  wire [9:0] c6;
  wire [10:0] s7;
  wire [10:0] c7;
  wire [10:0] c8;
  genvar i;
  generate
    for (i = 0; i < 8; i = i + 1) begin
      assign p[i] = A[i] ? B : 8'b0;
    end
  endgenerate
  assign res[0] = p[0][0];
  HA adder1 (p[0][1],p[1][0],res[1],c1[0]);
  FA adder2 (p[0][2],p[1][1],p[2][0],s1[0],c1[1]);
  FA adder3 (p[0][3],p[1][2],p[2][1],s1[1],c1[2]);
  FA adder4 (p[0][4],p[1][3],p[2][2],s1[2],c1[3]);
  FA adder5 (p[0][5],p[1][4],p[2][3],s1[3],c1[4]);
  FA adder6 (p[0][6],p[1][5],p[2][4],s1[4],c1[5]);
  FA adder7 (p[0][7],p[1][6],p[2][5],s1[5],c1[6]);
  HA adder8 (p[1][7],p[2][6],s1[6],c1[7]);
  assign s1[7] = p[2][7];
  assign s2[0] = p[3][0];
  HA adder11 (p[3][1],p[4][0],s2[1],c2[0]);
  FA adder12 (p[3][2],p[4][1],p[5][0],s2[2],c2[1]);
  FA adder13 (p[3][3],p[4][2],p[5][1],s2[3],c2[2]);
  FA adder14 (p[3][4],p[4][3],p[5][2],s2[4],c2[3]);
  FA adder15 (p[3][5],p[4][4],p[5][3],s2[5],c2[4]);
  FA adder16 (p[3][6],p[4][5],p[5][4],s2[6],c2[5]);
  FA adder17 (p[3][7],p[4][6],p[5][5],s2[7],c2[6]);
  HA adder18 (p[4][7],p[5][6],s2[8],c2[7]);
  assign s2[9] = p[5][7];
  assign s3[0] = p[6][0];
  HA adder21 (p[6][1],p[7][0],s3[1],c3[0]);
  HA adder22 (p[6][2],p[7][1],s3[2],c3[1]);
  HA adder23 (p[6][3],p[7][2],s3[3],c3[2]);
  HA adder24 (p[6][4],p[7][3],s3[4],c3[3]);
  HA adder25 (p[6][5],p[7][4],s3[5],c3[4]);
  HA adder26 (p[6][6],p[7][5],s3[6],c3[5]);
  HA adder27 (p[6][7],p[7][6],s3[7],c3[6]);
  assign s3[8] = p[7][7];
  HA adder31 (s1[0],c1[0],res[2],c4[0]);
  FA adder33 (s1[1],c1[1],s2[0],s4[0],c4[1]);
  FA adder34 (s1[2],c1[2],s2[1],s4[1],c4[2]);
  FA adder35 (s1[3],c1[3],s2[2],s4[2],c4[3]);
  FA adder36 (s1[4],c1[4],s2[3],s4[3],c4[4]);
  FA adder37 (s1[5],c1[5],s2[4],s4[4],c4[5]);
  FA adder32 (s1[6],c1[6],s2[5],s4[5],c4[6]);
  FA adder38 (s1[7],c1[7],s2[6],s4[6],c4[7]);
  assign s4[7] = s2[7];
  assign s4[8] = s2[8];
  assign s4[9] = s2[9];
  assign s5[0] = c2[0];
  HA adder41 (c2[1],s3[0],s5[1],c5[0]);
  HA adder51 (c2[2],s3[1],s5[2],c5[1]);
  FA adder44 (c2[3],s3[2],c3[0],s5[3],c5[2]);
  FA adder45 (c2[4],s3[3],c3[1],s5[4],c5[3]);
  FA adder46 (c2[5],s3[4],c3[2],s5[5],c5[4]);
  FA adder47 (c2[6],s3[5],c3[3],s5[6],c5[5]);
  FA adder42 (c2[7],s3[6],c3[4],s5[7],c5[6]);
  HA adder49 (s3[7],c3[5],s5[8],c5[7]);
  HA adder40 (s3[8],c3[6],s5[9],c5[8]);
  HA adder63 (s4[0],c4[0],res[3],c6[0]);
  HA adder52 (s4[1],c4[1],s6[0],c6[1]);
  FA adder53 (s4[2],c4[2],s5[0],s6[1],c6[2]);
  FA adder54 (s4[3],c4[3],s5[1],s6[2],c6[3]);
  FA adder55 (s4[4],c4[4],s5[2],s6[3],c6[4]);
  FA adder56 (s4[5],c4[5],s5[3],s6[4],c6[5]);
  FA adder57 (s4[6],c4[6],s5[4],s6[5],c6[6]);
  FA adder58 (s4[7],c4[7],s5[5],s6[6],c6[7]);
  HA adder59 (s4[8],s5[6],s6[7],c6[8]);  
  HA adder50 (s4[9],s5[7],s6[8],c6[9]);  
  assign s6[9] = s5[8];
  assign s6[10] = s5[9];
  HA adder71 (s6[0],c6[0],res[4],c7[0]);
  HA adder72 (s6[1],c6[1],s7[0],c7[1]);
  HA adder73 (s6[2],c6[2],s7[1],c7[2]);
  FA adder74 (s6[3],c6[3],c5[0],s7[2],c7[3]);
  FA adder75 (s6[4],c6[4],c5[1],s7[3],c7[4]);
  FA adder76 (s6[5],c6[5],c5[2],s7[4],c7[5]);
  FA adder77 (s6[6],c6[6],c5[3],s7[5],c7[6]);
  FA adder78 (s6[7],c6[7],c5[4],s7[6],c7[7]);
  FA adder79 (s6[8],c6[8],c5[5],s7[7],c7[8]);
  FA adder70 (s6[9],c6[9],c5[6],s7[8],c7[9]);
  HA adder80 (s6[10],c5[7],s7[9],c7[10]);
  assign s7[10]= c5[8];
  HA adder91 (s7[0],c7[0],res[5],c8[0]);
  FA adder92 (s7[1],c7[1],c8[0],res[6],c8[1]);
  FA adder93 (s7[2],c7[2],c8[1],res[7],c8[2]);
  FA adder94 (s7[3],c7[3],c8[2],res[8],c8[3]);
  FA adder95 (s7[4],c7[4],c8[3],res[9],c8[4]);
  FA adder96 (s7[5],c7[5],c8[4],res[10],c8[5]);
  FA adder97 (s7[6],c7[6],c8[5],res[11],c8[6]);
  FA adder98 (s7[7],c7[7],c8[6],res[12],c8[7]);
  FA adder99 (s7[8],c7[8],c8[7],res[13],c8[8]);
  FA adder84 (s7[9],c7[9],c8[8],res[14],c8[9]);
  FA adder82 (s7[10],c7[10],c8[9],res[15],c8[10]);
endmodule   
module floating_integration (
    input clk,
    input[31:0] input1,
    input[31:0] input2,
    output reg [31:0] output1
);
reg [31:0] input_reg1,input_reg2;
wire [31:0] output_reg;
FloatingPointMultiplier FloatingPointMultiplier1 (
           input_reg1,
           input_reg2,
           output_reg
        );
always @(posedge clk) begin
    input_reg1<= input1;
    input_reg2<= input2;
    output1<= output_reg;
end
endmodule
$ cat flow/run.sh
#!/bin/bash
# OpenROAD 26Q1-2900-gdf79404cd8, Yosys 0.63+post, stock flow scripts
make -C /OpenROAD-flow-scripts/flow DESIGN_CONFIG=/design/flow/config.mk WORK_HOME=/design/flow/orfs finish
$ cat flow/config.mk
export PLATFORM = sky130hd
export DESIGN_NAME = floating_integration
export DESIGN_NICKNAME = floating_integration
export VERILOG_FILES = /design/flow/design.v
export SDC_FILE = /design/flow/constraint.sdc
export NUM_CORES = 4
export LEC_CHECK = 1
export CORE_UTILIZATION = 50
$ cat flow/constraint.sdc
current_design floating_integration

set clk_period 32.1
set clk_io_pct 0.2

create_clock -name clk0 -period $clk_period [get_ports {clk}]

set non_clock_inputs [all_inputs -no_clocks]
set_input_delay [expr $clk_period * $clk_io_pct] -clock clk0 $non_clock_inputs
set_output_delay [expr $clk_period * $clk_io_pct] -clock clk0 [all_outputs]
==> out/qor.yml <==
final_timing:
  clock.fmax_ghz: 0.0328
  fin_worst_skew_ns: 0.0164
  rsz0062_at_grt: "no"
  tightest_slew_ns: 0.938
  fin_tns_setup_ns: 0
  hold_slack_ns: 0.427
  drv_slew: 0
  setup_violations: 0
  hold_viol: 0
  relSlewSlack_pct: 37.0
  min_period_ns: 30.49
  period_used_pct: 95.0
clock_network:
  clockRootBuffer: "clkbuf_16"
  cts.sinks: 96
  cts_buffers: 9
  clk_pin_slew_ns: 0.09
  tritoncts: "built"
  insertion_delay_ns: 0.40
  htreeDepth: 3
  clockBufferDepth: 2
logic_synthesis:
  xor_share_pct: 4.14
  ys_types: 116
  fa_ha_area_share_pct: 47.5
  syn_avg_cell_area_um2: 8.92
  synth_area_leader_cell: "fa_1"
  yosys-top-cells-area: "fa_1, ha_1, and2_1"
  top_area_share_pct: 31.7
  synth.most_common_cell: "inv_1"
  synthCells: 3268
  ys_sh_aoi_pct: 9.24
  common_cells: "inv_1, and2_1, fa_1, ha_1, nand2_1"
  synthArstFlopShare_pct: 0
  ff_type: "dfxtp_1"
  synth_flops: 96
  yosys_cells: 3268
  ys_seq_share_pct: 6.59
  yosys.area_share.simple_pct: 20.4
  syn_area_um2: 29200
  synth.logic.top_family: "adder cells"
  ys_warn_count: 4
  synthMuxAreaShare_pct: 1.88
  ys_area_um2: 29200
  edf_count: 0
routing:
  num_antenna_cells: 0
  routedWlPerCell_um: 18.9
  drt.antenna.violating_nets: 0
  drt-initial-drc-count: 912
  via_count: 21700
  first_pass_iters: 5
  vias_per_cell: 5.36
  drc: 0
  wirelength_mm: 76.3
floorplanning:
  die_y_um: 243
  die_x_um: 243
  num_rows: 88
  die_area_um2: 59300
  core_um2: 57700
  ios: 97
  initial_core_util_pct: 50.5
critical_path:
  path_delay_family: "adder cells"
  critical_path_required_ns: 32.42
  worstSetupEndpointType: "flop"
  rrSetupSlack_ns: 1.61
  critPathMaxStageDelay_ns: 0.75
  rr_worst_depth: 97
  endpoint: "output1[30]"
  critPathMaxFanout: 63
  worstSetupStartpoint: "input_reg1[1]"
  path_class: "flop to flop"
  regToRegEndpoint: "output1[30]"
  slowest_stage: "dfxtp_1"
  crit_cells: 97
  worstSetupStartpointType: "flop"
  crit_path_frequent_cell: "fa_1"
  cp.arrival_ns: 30.81
  timing.critical_path.buf_inv: 5
  rr_startpoint: "input_reg1[1]"
run_status:
  status: "finished, final reports clean"
global_routing:
  first_global_vias: 23000
  grt_max_degree: 64
  grt.busiest_layer: "met2"
  grtUsageTotal_pct: 28.5
  grt_pass1_wl_mm: 125
  met1_usage_pct: 39.9
  overflow: 0
  grt_antenna_before_repair: 3
  met2_usage_pct: 45.6
  gr-usage-met3_pct: 8.02
placed_design:
  gp_congestion: 0.925
  dp_hpwl_mm: 61.5
  port_buffers: 96
final_layout:
  syn_to_final_growth_pct: 6.92
  drive_above_1_share_pct: 5.30
run:
  maxCapViolCount: 0
  warning_count: 26
hold_path:
  hp-class: "flop to flop"
flip-flops by register name, indices dropped and copies added, names as in the netlist:
name	count
input_reg1	32
input_reg2	32
output1	32
per-stage QoR:
stage / util, % / worst slack, ns / cells / area, um2
after global placement: 53.4 / 1.63 / 4030 / 30800
after floorplan: - / 4.35 / 3268 / 29200
after CTS: 54.0 / 1.30 / 4046 / 31200
final: 54.0 / 1.61 / 4046 / 31200
after detailed placement: 53.4 / 1.36 / 4030 / 30800
after global routing: 54.0 / 0.00574 / 4046 / 31200
metal layers:
metal  wire length [um]  up-vias
met5                 24        -
met4               2380        4
met3               5570      107
met2              36500      616
met1              31800    10600
li1                   -    10400
final cells by class:
cell class | count | area, um2
clock buffer | 10 | 239
clock inverter | 6 | 87.6
fill | 5164 | 26500
inverter | 612 | 2300
multi-input combinational | 2401 | 24200
sequential | 96 | 1930
tap | 765 | 957
timing repair buffer | 156 | 1410
how the worst min path moves through the flow:
stage               from     endpoint  slack, ns  cells past startpoint
6_report  input_reg1[31]  output1[31]       0.43                      1
4_1_cts   input_reg1[31]  output1[31]       0.44                      1
5_1_grt   input_reg1[31]  output1[31]       0.44                      1
cell usage in the layout, fill, tap and decap left out, types with 8 or more instances in the layout:
cell type and n:
a211oi_1 30, a21o_1 25, a21oi_1 98, a31oi_1 24, and2_1 518, and3_1 8, buf_4 60, clkbuf_16 9
clkdlybuf4s50_1 96, dfxtp_1 90, fa_1 459, ha_1 367, inv_1 612, mux2i_1 35, nand2_1 132, nand2b_1 25
nand3_1 36, nand4_1 20, nor2_1 121, nor2b_1 14, nor3_1 36, nor4_1 15, o211ai_1 19, o21a_1 10
o21ai_0 56, o221ai_1 10, o22ai_1 9, o31ai_1 13, or2_2 10, or3_1 13, xnor2_1 51, xnor2_2 8
xor2_1 38
logic make-up after synthesis:
kind of cell             after synthesis
AND/OR/NAND/NOR                     1022
adder cells (fa/ha/maj)              830
buffers and inverters                771
AND-OR/OR-AND                        390
XOR/XNOR                             110
flip-flops                            96
multiplexers                          49
timing repair:
item / CTS / global route
setup endpoints to repair: 0 / 2
hold buffers: 0 / 0
buffers inserted: 0 / 0
gates resized: 0 / 6
